[design/flow/config.mk]
export PLATFORM = sky130hd
export DESIGN_NAME = pll
export DESIGN_NICKNAME = pll
export VERILOG_FILES = /design/flow/design.v
export SDC_FILE = /design/flow/constraint.sdc
export NUM_CORES = 4
export LEC_CHECK = 1
export CORE_UTILIZATION = 50
[design/flow/constraint.sdc]
current_design pll

set clk_period 12.4
set clk_io_pct 0.2

create_clock -name clk0 -period $clk_period [get_ports {clk}]

set non_clock_inputs [all_inputs -no_clocks]
set_input_delay [expr $clk_period * $clk_io_pct] -clock clk0 $non_clock_inputs
set_output_delay [expr $clk_period * $clk_io_pct] -clock clk0 [all_outputs]
[design/flow/design.v]
module pll(
	input clk, 
	input reset,
	input sig_in,
	input [6:0] phase_adj,      
	input [11:0] delay_adj,     
	input [15:0] default_freq,  
	output reg osc_out,
	output reg sig_bad,
	output reg [14-1:0] per_avg);
	reg [15:0] freq, freq_nxt, diff, diff_nxt;
	reg        fb, fb_nxt, fb_buf_dly, sig, sig_dly, sig_buf_dly, osc, osc_dly;
	reg        sig_bad_nxt;
	reg [768 - 1:0] sig_buffer, fb_buffer;
	wire fb_buf = fb_buffer[768 - 1];
	wire sig_buf = sig_buffer[768 - 1];
	reg [23:0] ctr, ctr_nxt, osc_nxt;
	reg [16:0] freq_nxt_x;
	always @(*) begin
		ctr_nxt = ctr + {8'b0, freq};
		osc_nxt = ctr_nxt + {phase_adj, 17'b0};
		freq_nxt_x = {1'b0, freq} + {diff[15], diff};
		if(!reset)
			freq_nxt = default_freq;
		else if(freq_nxt_x[16])
			freq_nxt = diff[0] ? 16'b0 : 16'hFFFF;
		else
			freq_nxt = freq_nxt_x[15:0];
	end
	always @(posedge clk or negedge reset) begin
		if(!reset) begin
			ctr     <= 24'b0;
			osc     <= 1'b0;
			osc_dly <= 1'b0;
		end else begin
			ctr     <= ctr_nxt;
			osc     <= osc_nxt[23];
			osc_dly <= osc;
		end
	end
	always @(posedge clk) begin
		osc_out <= ctr_nxt[23];
		freq <= freq_nxt;
	end
	reg [1:0] err, err_nxt, err_dif;
	reg       pd_up, pd_up_nxt, pd_dn, pd_dn_nxt;
	wire sig_edge = sig_buf && !sig_buf_dly;
	wire fb_edge  = fb_buf && !fb_buf_dly;
	always @(*) begin
		pd_up_nxt = ((pd_up && pd_dn) || sig_bad) ? 1'b0 : pd_up | sig_edge;
		pd_dn_nxt = ((pd_up && pd_dn) || sig_bad) ? 1'b0 : pd_dn | fb_edge;
		err     = {1'b0, pd_up} - {1'b0, pd_dn};
		err_nxt = {1'b0, pd_up_nxt} - {1'b0, pd_dn_nxt};
		err_dif = err_nxt - err;
		diff_nxt = {{9{err_nxt[1]}}, err_nxt, 5'b0} + {err_dif, 14'b0};
	end
	always @(posedge clk or negedge reset) begin
		if(!reset) begin
			diff  <= 16'b0;
			pd_up <= 1'b0;
			pd_dn <= 1'b0;
		end else begin
			diff  <= diff_nxt;
			pd_up <= pd_up_nxt;
			pd_dn <= pd_dn_nxt;
		end
	end
	reg [11:0] dly_ctr, dly_ctr_nxt, dly_ctr_max;
	reg        dly_count, dly_count_nxt;
	always @(*) begin
		dly_count_nxt = dly_count;
		dly_ctr_nxt = dly_ctr;
		fb_nxt = fb;
		if(osc ^ osc_dly) begin
			dly_ctr_nxt = dly_ctr_max;
			dly_count_nxt = 1'b1;
		end else if(!dly_ctr) begin
			dly_count_nxt = 1'b0;
			fb_nxt = osc;
		end else if(dly_count) begin
			dly_ctr_nxt = dly_ctr - 1;
		end
	end
	always @(posedge clk or negedge reset) begin
		if(!reset) begin
			dly_ctr   <= 12'b0;
			dly_count <= 1'b0;
			fb        <= 1'b0;
			sig       <= 1'b0;
		end else begin
			dly_ctr   <= dly_ctr_nxt;
			dly_count <= dly_count_nxt;
			fb        <= fb_nxt;
			sig       <= sig_in;
		end
	end
	always @(posedge clk) begin
		dly_ctr_max <= delay_adj;
		sig_dly     <= sig;
		sig_buf_dly <= sig_buf;
		fb_buf_dly  <= fb_buf;
	end
	reg [14-1:0] per_buffer[4 - 1:0];
	reg [14-1:0] per_ctr, per_ctr_nxt, bad_ctr, bad_ctr_nxt, trn_ctr, trn_ctr_nxt;
	reg [14-1:0] post_bad_ctr, post_bad_ctr_nxt;
	reg     [3:0] flush_ctr, flush_ctr_nxt;
	reg           per_upd, per_upd_nxt, post_bad_cnt, post_bad_cnt_nxt;
	wire [14:0] per_buf_sum00 = {1'b0, per_buffer[0]} + {1'b0, per_buffer[1]};
	wire [14:0] per_buf_sum01 = {1'b0, per_buffer[2]} + {1'b0, per_buffer[3]};
	wire [14:0] per_buf_sum10 = {1'b0, per_buf_sum00[14:1]} + {1'b0, per_buf_sum01[14:1]};
	wire not_flushed = |(flush_ctr);
	wire trn_bad = (trn_ctr < {2'b0, per_avg[14-1:2]}) || (trn_ctr > per_avg);
	always @(*) begin
		if(per_upd)
			per_ctr_nxt = 14'b0;
		else
			per_ctr_nxt = per_ctr + 1;
		per_upd_nxt = fb && !fb_buffer[0];
		if(per_upd_nxt && not_flushed)
			flush_ctr_nxt = flush_ctr - 1;
		else
			flush_ctr_nxt = flush_ctr;
		if(sig ^ sig_dly)
			trn_ctr_nxt = 1'b0;
		else if(trn_ctr == 14'hFFFF)
			trn_ctr_nxt = trn_ctr;
		else
			trn_ctr_nxt = trn_ctr + 1;
		if((sig ^ sig_dly && (trn_ctr < {2'b0, per_avg[14-1:2]})) ||
		   (trn_ctr > per_avg) || not_flushed)
			bad_ctr_nxt = 768;
		else if(bad_ctr == 14'b0)
			bad_ctr_nxt = 14'b0;
		else
			bad_ctr_nxt = bad_ctr - 1;
		post_bad_ctr_nxt = post_bad_ctr;
		post_bad_cnt_nxt = post_bad_cnt;
		if(bad_ctr) begin
			post_bad_ctr_nxt = {2'b0, per_avg[14-1:2]};
		end else if(post_bad_ctr && (post_bad_cnt || fb_edge)) begin
			post_bad_ctr_nxt = post_bad_ctr - 1;
			post_bad_cnt_nxt = 1'b1;
		end else if(!post_bad_ctr) begin
			post_bad_ctr_nxt = 14'b0;
			post_bad_cnt_nxt = 1'b0;
		end
		sig_bad_nxt = (|(bad_ctr)) || (|(post_bad_ctr));
	end
	always @(posedge clk or negedge reset) begin
		if(!reset) begin
			per_ctr      <= 14'b0;
			trn_ctr      <= 14'b0;
			per_avg      <= 14'b0;
			per_upd      <= 1'b1;
			bad_ctr      <= 14'b0;
			sig_bad      <= 1'b0;
			post_bad_ctr <= 14'b0;
			post_bad_cnt <= 1'b0;
			flush_ctr    <= 8;
		end else begin
			per_ctr      <= per_ctr_nxt;
			trn_ctr      <= trn_ctr_nxt;
			per_avg      <= per_buf_sum10[14:1];
			per_upd      <= per_upd_nxt;
			bad_ctr      <= bad_ctr_nxt;
			sig_bad      <= sig_bad_nxt;
			post_bad_ctr <= post_bad_ctr_nxt;
			post_bad_cnt <= post_bad_cnt_nxt;
			flush_ctr    <= flush_ctr_nxt;
		end
	end
	integer i;
	always @(posedge clk) begin
		if(per_upd) begin
			for(i = 0; i < 4 - 1; i = i + 1)
				per_buffer[i + 1] <= per_buffer[i];
			per_buffer[0] <= per_ctr;
		end
		sig_buffer <= {sig_buffer[768-2:0], sig_dly};
		fb_buffer  <= {fb_buffer [768-2:0], fb     };
	end
endmodule
[design/flow/run.sh]
#!/bin/bash
# OpenROAD 26Q1-2900-gdf79404cd8, Yosys 0.63+post, stock flow scripts
make -C /OpenROAD-flow-scripts/flow DESIGN_CONFIG=/design/flow/config.mk WORK_HOME=/design/flow/orfs finish
==> flow_summary.yaml <==
# flow metrics
status:
  result_of_the_run: "complete, no violations"
synthesis:
  enable_flop_cells: 61
  synthCells: 2607
  ff_type: "sky130_fd_sc_hd__dfxtp_1"
  ys_warn_count: 3
  netlist_top_cells_area: "sky130_fd_sc_hd__dfxtp_1 74%, sky130_fd_sc_hd__dfrtp_1 7.2%, sky130_fd_sc_hd__edfxtp_1 4.3%"
  synth-seq-area-share_pct: 85.9
  ys_cells: 2607
  most_numerous_cell_in_the_yosys_netlist: "sky130_fd_sc_hd__dfxtp_1"
  yosys_area_um2: 42200
  synthDominantCellAreaShare_pct: 74.2
  yosys-top-cells-count: "1,563 x sky130_fd_sc_hd__dfxtp_1, 122 x sky130_fd_sc_hd__dfrtp_1, 108 x sky130_fd_sc_hd__ha_1"
  async_reset_ff_share_pct: 7.09
  synth_area_leader_cell: "sky130_fd_sc_hd__dfxtp_1"
  ys_types: 71
  syn_area_um2: 42200
  ys_seq_elements: 1748
  synthesis.area_per_instance_um2: 16.2
clock_network:
  cts_hold_buffers: 0
  clock_tree.htree_level_count: 4
  clockBufferDepth: 3
  tritoncts: "done"
  clock_latency_ns: 0.72
  cts_setup_buffers: 0
  clk_transition_reported_paths_ns: 0.06
  cts.sinks: 1748
  cts.root.buffer_cell: "sky130_fd_sc_hd__clkbuf_16"
  cts_inserted_buffers: 156
  cts_resized: 0
route:
  remaining_drc_errors: 0
  totalWireLength_um: 51600
  antenna-diode-count: 0
  dr.pass1.iters: 4
  detail_route.vias_per_cell: 4.39
  detailedRoute.firstIterationViolations: 596
  via_count: 17652
  route.antenna.remaining_nets: 0
  routed_wirelength_normalized_by_instance_count_um: 12.8
placed_design:
  gp_routability_congestion: 0.829
  port_buffers: 53
  hpwl_um: 27100
setup_path:
  criticalPathCategory: "reg2out"
  critPathLaunchType: "register"
  path_delay_family: "buffers and inverters"
  cp_cell_sequence: "clkdlybuf4s50_1"
  max_stage_delay_on_crit_path_ns: 0.51
  worstPathRequired_ns: 9.92
  timing.critical_path.fanout_max: 2
  crit_arrival_ns: 1.64
  capturing_element_type_of_the_critical_path: "primary output"
  critical-path-slowest-cell: "sky130_fd_sc_hd__clkdlybuf4s50_1"
  critical_path_buf_inv_count: 1
timing:
  worst-slew-pin-transition_ns: 0.889
  achievable-frequency_ghz: 0.243
  period_minus_slack_ns: 4.12
  unrepaired_setup_endpoints_after_global_routing: "false"
  max-slew-margin-rel_pct: 40.7
  clock-skew-final_ns: 0.0417
  setup_viol: 0
  report.final.slew_viol_count: 0
  fin_crit_sh_pct: 33.2
  final-hold-violation-count: 0
  tns_ns: 0
finish:
  syn2layout_area_growth_pct: 17.3
  drive_above_1_share_pct: 9.62
  util_after_layout_pct: 59.2
  n_fill_cell: 5983
global_route:
  antenna_found_initial: 0
  grt_first_pass_wirelength_um: 89300
  first_global_vias: 17956
  maximum_number_of_pins_on_one_net_before_global_route_repair: 67
  groute.usage.overall_pct: 13.3
  global_route.overflow_total: 0
pwr:
  pwr_dens_nw_per_um2: 227
  worst_ir_drop_vdd_mv: 0.132
  leakage_nw: 20.3
floorplan:
  die-height_um: 292
  io_pins: 54
  fp-utilization_pct: 50.5
  floorplan.die_area_um2: 85500
  placementRows: 106
  die-width_um: 292
  core_region_area_um2: 83600
worst_hold_path:
  holdCritPathClass: "reg2reg"
flow_run:
  stage_log_warnings: 28
  maxCapViolCount: 0
==> through the flow <==
| stage | total power, mW | cell area [um^2] | cells | setup slack, ns | hold slack [ns] |
|---|---|---|---|---|---|
| 6_report | 11.2 | 49500 | 4021 | 8.28 | 0.302 |
| 3_3_place_gp | 6.51 | 44000 | 3731 | 8.16 | 0.311 |
| 3_5_place_dp | 6.53 | 44000 | 3731 | 8.15 | 0.312 |
| 4_1_cts | 11.4 | 49500 | 4021 | 8.21 | 0.298 |
| 5_1_grt | 11.7 | 49500 | 4021 | 8.18 | 0.306 |
| 2_1_floorplan | 6.38 | 42200 | 2607 | 8.67 | 0.310 |
==> where the power goes <==
part	leakage (nW)	internal, mW	switching [mW]
Sequential	14.7	5.77	0.0880
Clock	2.65	2.81	2.02
Combinational	2.89	0.255	0.291
==> sequential cells by signal, indices dropped and copies added (netlist names), 4 cells and up <==
| signal | flops |
|---|---|
| sig_buffer | 768 |
| fb_buffer | 768 |
| dly_ctr_max | 12 |
| per_buffer | 56 |
| diff | 4 |
| trn_ctr | 14 |
| dly_ctr | 12 |
| ctr | 24 |
| per_avg | 14 |
| freq | 16 |
| bad_ctr | 14 |
| per_ctr | 14 |
| post_bad_ctr | 14 |
| flush_ctr | 4 |
==> placed cells by master (no fill, tap or decap), drive strengths merged, types with 9 or more instances in the layout <==
cell type,count
a21oi,56
nor3,32
a21o,20
nand2b,13
ha,108
o22ai,12
nor4,15
dfrtp,122
clkbuf,236
inv,61
clkdlybuf4s50,52
a31oi,17
dfxtp,1563
mux2i,9
edfxtp,61
or3,9
xor2,47
a211oi,12
clkinv,33
and3,10
nor2,99
nand3,34
nor2b,14
xnor2,71
nand2,60
o21ai,51
nand4,11
o21a,17
==> metal layers <==
metal	wire length, um	vias to the layer above	share of wire (%)	global-route usage (%)
li1	-	9038	-	-
met1	28000	8228	54	24.3
met2	19800	275	38	16.9
met3	2670	111	5.2	3.38
met4	1220	0	2.4	3.59
met5	0	-	0	0
==> worst paths after layout <==
path | cells after the start | to | slack, ns | from
worst min register to register | 0 | fb_buffer[470] | 0.30 | fb_buffer[469]
worst max register to register | 17 | osc | 8.44 | freq[0]
worst min-delay path | 0 | fb_buffer[470] | 0.30 | fb_buffer[469]
min in group asynchronous | 1 | dly_ctr[10] | 1.74 | reset
max in group asynchronous | 3 | post_bad_ctr[2] | 8.98 | reset
worst max-delay path | 1 | per_avg[9] | 8.28 | per_avg[9]
==> cell families after synthesis <==
logic type               count (synthesis)  synth area share [%]
AND/OR/NAND/NOR                        325                  3.81
flip-flops                            1748                  85.9
XOR/XNOR                               118                  2.47
AND-OR/OR-AND                          226                  3.49
multiplexers                            10                 0.240
buffers and inverters                   67                 0.641
adder cells (fa/ha/maj)                113                  3.44
==> layout make-up <==
cell class / count / area [um^2] / area share (%)
Tap cell: 1080 / 1350 / 2.73
Timing Repair Buffer: 59 / 577 / 1.17
Inverter: 52 / 195 / 0.394
Sequential cell: 1748 / 36200 / 73.2
Clock buffer: 236 / 4690 / 9.47
Multi-Input combinational cell: 792 / 5680 / 11.5
Clock inverter: 54 / 768 / 1.55
Power figures rest on the tool's default switching activity, not on a simulated workload.
