===== design.v =====
`timescale 1ns / 1ps
module fbgen(
	input       clk,
	input       fb_in,
	input [9:0] dly,
	output reg  fb_out
);
	reg [1023:0] dlyreg;
	always @(posedge clk) begin
		dlyreg <= {dlyreg[1022:0], fb_in};
		fb_out <= dlyreg[dly];
	end
endmodule
module top(
	input        xtal_clk,
	input  [7:0] switch,
	input  [3:0] button,
	output [7:0] leds,
	input  [3:0] pmod00,
	output [3:0] pmod01
);
	reg [6:0]  phase_adj;
	reg [11:0] delay_adj;
	reg [15:0] reset_ctr;
	reg        reset, sig_in_sync;
	wire [13:0] per_avg;
	wire        clk, sig_bad, osc_out, locked;
	wire local_fb, local_fb_noise;
	wire fb = local_fb_noise;
	assign pmod01[0] = osc_out;
	assign pmod01[1] = !osc_out;
	assign pmod01[2] = fb;
	assign pmod01[3] = sig_bad;
	assign leds = per_avg[9:2];
	core_dcm core_dcm_inst(.CLKIN_IN(xtal_clk), .RST_IN(0), .CLK2X_OUT(clk),.LOCKED_OUT(locked));
	pll pll_inst(.clk(clk), .reset(reset), .sig_in(fb),
	             .phase_adj(phase_adj), .delay_adj(delay_adj), .default_freq(16'd28000),
	             .osc_out(osc_out), .sig_bad(sig_bad), .per_avg(per_avg));
	always @(posedge clk) begin
		if(button[3] || !locked)
			reset_ctr <= 16'hFFFF;
		else if(reset_ctr)
			reset_ctr <= reset_ctr - 1;
		else
			reset_ctr <= 16'b0;
		reset <= !reset_ctr;
		phase_adj <= {switch[1:0], 5'b0};
		delay_adj <= {5'b0, switch[7:2], 1'b1};
		sig_in_sync <= pmod00[0];
	end
	reg [9:0]  fb_dly, fb_dly_nxt;
	reg [21:0] slow_ctr;
	reg        fb_dly_up, fb_dly_up_nxt;
	fbgen fbgen_inst(.clk(clk), .fb_in(osc_out), .fb_out(local_fb), .dly(fb_dly));
	always @(*) begin
		if(fb_dly == 10'd180)
			fb_dly_up_nxt = 1'b0;
		else if(fb_dly == 10'd130)
			fb_dly_up_nxt = 1'b1;
		else
			fb_dly_up_nxt = fb_dly_up;
		if(!slow_ctr && !button[1]) begin
			if(fb_dly_up)
				fb_dly_nxt = fb_dly + 1;
			else
				fb_dly_nxt = fb_dly - 1;
		end else begin
			fb_dly_nxt = fb_dly;
		end
	end
	always @(posedge clk or negedge reset) begin
		if(!reset) begin
			fb_dly <= 10'd130;
			fb_dly_up <= 1'b1;
			slow_ctr <= 12'b0;
		end else begin
			fb_dly <= fb_dly_nxt;
			fb_dly_up <= fb_dly_up_nxt;
			slow_ctr <= slow_ctr + 1;
		end
	end
	wire force_bad = (slow_ctr[20:6] == 15'h5191) && button[2];
	assign local_fb_noise = button[0] ? (force_bad ? slow_ctr[3] : local_fb) : 1'b0;
endmodule

===== run.sh =====
#!/bin/bash
# OpenROAD 26Q1-2900-gdf79404cd8, Yosys 0.63+post, stock flow scripts
make -C /OpenROAD-flow-scripts/flow DESIGN_CONFIG=/design/flow/config.mk WORK_HOME=/design/flow/orfs finish

===== config.mk =====
export PLATFORM = sky130hd
export DESIGN_NAME = fbgen
export DESIGN_NICKNAME = fbgen
export VERILOG_FILES = /design/flow/design.v
export SDC_FILE = /design/flow/constraint.sdc
export NUM_CORES = 4
export LEC_CHECK = 1
export CORE_UTILIZATION = 40

===== constraint.sdc =====
current_design fbgen

set clk_period 5.6
set clk_io_pct 0.2

create_clock -name clk0 -period $clk_period [get_ports {clk}]

set non_clock_inputs [all_inputs -no_clocks]
set_input_delay [expr $clk_period * $clk_io_pct] -clock clk0 $non_clock_inputs
set_output_delay [expr $clk_period * $clk_io_pct] -clock clk0 [all_outputs]

==> results_dict.tcl <==
# implementation run metrics
set metrics [dict create \
    area_growth_pct 14.79 \
    hold_start "dlyreg[355]" \
    setup_tns_ns 0 \
    insertion_delay_ns 0.64 \
    fmax_mhz 254.8 \
    cts_tree "done" \
    switching_share 0.2033 \
    whs_path_depth 0 \
    io_buffers 12 \
    tightest_slew_ns 0.8677 \
    cts_root_buffer "clkbuf_16" \
    dpl_cell_area_sq_um 30170 \
    ys_seq_share 0.7039 \
    r2r_start "dlyreg[959]" \
    largest_area_cell "dfxtp_1" \
    yosys_cells 1766 \
    hpwl_um 32710 \
    die_h_um 272.0 \
    overflow 0 \
    drtPass1Iterations 4 \
    finClkSkew_ns 0.01613 \
    yosysUniqueCellTypes 50 \
    end_kind "flip-flop" \
    warnings 26 \
    insertedDiodeCount 0 \
    lay_top_count "dfxtp_1" \
    p_comb_frac 0.027 \
    die_w_um 272.0 \
    power.leakage_nw 12.64 \
    flop_cell "dfxtp_1" \
    hold_path.class "flip-flop to flip-flop" \
    netlist_instances 1766 \
    track_usage 0.1630 \
    finalClockPeriodUsage 0.7010 \
    finalSetupViolations 0 \
    antenna_left 0 \
    grt_pass1_vias 15180 \
    r2r_cells 7 \
    postCtsHoldBufs 0 \
    worstPathMaxFanout 89 \
    r2r_setup_slack_ns 2.84 \
    sequentialPowerShare 0.512 \
    ys_area_sq_um 29150 \
    clk_pin_slew_ns 0.06 \
    rsz0062_at_grt "no" \
    cap_viol_max_count 0 \
    fp-utilization 0.4057 \
    r2r_end "fb_out" \
    instances_no_fill 2839 \
    dp.cells 2666 \
    grt_pass1_wl_um 88530 \
    async_flop_share 0 \
    ctsLongestPathBuffers 3 \
    max_slew_margin 0.4197 \
    ys.flops 1025 \
    vias 14330 \
    slew_violations 0 \
    peakVddDrop_mv 0.2462 \
    synthTopCellsByArea "dfxtp_1 (70%), mux4_2 (16%), mux2i_1 (3.9%), mux4_1 (1.3%), o221ai_1 (1.1%)" \
    period_minus_slack_ns 3.925 \
    numCtsBuffers 95 \
    syn_area_sq_um 29150 \
    netSwitchingPower_mw 2.907 \
    wl_per_cell_um 19.52 \
    start_kind "input port" \
    status "completed" \
    avgSynthCellArea_sq_um 16.51 \
    drive_above_1_share 0.2165 \
    p_int_mw 11.39 \
    ys_warn_count 1 \
    place.gp.congestion 0.8340 \
    cts.sinks 1025 \
    holdWs_ns 0.3333 \
    postCtsSetupRepairBufs 0 \
    drc 0 \
    post_cts_resized 0 \
    edf_count 0 \
    arrival_ns 4.39 \
    io-pin-count 13 \
    clkPwrFrac 0.461 \
    crit_required_ns 6.06 \
    vias_per_cell 5.046 \
    fin_area_sq_um 33460 \
    die-area_sq_um 73970 \
    rows 98 \
    power_density_nw_per_um2 427.2 \
    hold_end "dlyreg[356]" \
    crit_path_start "dly[1]" \
    yosys.area.top_type_share 0.7039 \
    criticalPathCategory "input port to flip-flop" \
    hold_viol_final 0 \
    dr.first_iter.drc_count 802 \
    h-tree-depth 3 \
    coreArea_sq_um 71850 \
    antenna_found_initial 1 \
    final_cell_mix "dfxtp_1 (1025), mux4_2 (202), mux2i_1 (113)" \
    totalWireLength_um 55430 \
    grt_max_degree 90 \
]
==> kinds of logic after synthesis <==
family / Yosys count / share of synthesized area
flip-flops: 1025 / 0.7039
multiplexers: 333 / 0.2090
AND-OR/OR-AND: 196 / 0.04734
AND/OR/NAND/NOR: 113 / 0.01867
buffers and inverters: 99 / 0.02112
==> flip-flops by register name (all words and copies together) (netlist names) <==
register,count
fb_out,1
dlyreg,1024
==> metal layers <==
layer | up-vias | share of wire | global-route usage
met1 | 7157 | 0.47 | 0.2594
met3 | 101 | 0.076 | 0.05821
li1 | 6713 | - | -
met4 | 2 | 0.024 | 0.03652
met2 | 354 | 0.43 | 0.2256
met5 | - | 0.00023 | 0
==> power by group through the flow <==
stage	sequential [mW]	combinational, mW	clock [mW]
CTS	7.32	0.387	6.74
global route	7.32	0.409	7.05
finish	7.32	0.379	6.60
==> final cells by class <==
type | instances | area, sq um
multi-input combinational | 642 | 8025
timing repair buffer | 45 | 424.2
inverter | 4 | 15.01
clock inverter | 33 | 411.6
sequential | 1025 | 20520
tap | 950 | 1189
fill | 6092 | 38390
clock buffer | 140 | 2879
==> worst max-delay path by stage <==
stage / end / slack (ns) / cells past startpoint
CTS: fb_out / 1.72 / 9
global route: fb_out / 1.41 / 11
finish: fb_out / 1.67 / 9
==> per-stage QoR <==
step / worst slack [ns] / utilization / power, mW
CTS: 1.724 / 0.4657 / 14.45
global placement: 1.018 / 0.4199 / 7.869
floorplan: 2.283 / - / 7.751
finish: 1.675 / 0.4657 / 14.30
detailed placement: 1.055 / 0.4199 / 7.869
global route: 1.407 / 0.4657 / 14.78
==> worst max-delay path: stages <==
cell and delay, ns:
clkbuf_8 0.36, buf_12 0.42, mux4_2 0.43, mux4_2 0.48
a311o_1 0.40, a21oi_1 0.51, nor3_1 0.15, nor2_1 0.14
o2111ai_1 0.13
==> synthesized netlist by cell type (5+ instances only) <==
master and instances:
o2111ai_1 5, nand3_1 8, a22o_1 9, a211oi_1 6
a21oi_1 38, buf_2 14, buf_6 16, o21ai_0 23
o22ai_1 24, dfxtp_1 1025, mux2i_1 113, mux4_1 14
nor2_1 20, nand2_1 36, mux4_2 202, buf_4 21
a22oi_1 16, o221ai_1 38, nor2b_1 9, nor3_1 18
a221oi_1 12, o211ai_1 6, clkbuf_1 38
Power is estimated from default activity; no workload was simulated.
